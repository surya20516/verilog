$ cat flow/run.sh
#!/bin/bash
# OpenROAD 26Q1-2900-gdf79404cd8, Yosys 0.63+post, stock flow scripts
make -C /OpenROAD-flow-scripts/flow DESIGN_CONFIG=/design/flow/config.mk WORK_HOME=/design/flow/orfs finish
$ cat flow/config.mk
export PLATFORM = sky130hd
export DESIGN_NAME = count_zeros_fun
export DESIGN_NICKNAME = count_zeros_fun
export VERILOG_FILES = /design/flow/design.v
export SDC_FILE = /design/flow/constraint.sdc
export NUM_CORES = 4
export LEC_CHECK = 1
export CORE_AREA = 10 10 70 70
export DIE_AREA = 0 0 80 80
$ cat flow/design.v
module count_zeros_fun(data,count);
input [7:0]data;
output reg [3:0]count;
always@(data)
count=count_binary(data);
function [3:0]count_binary;
input [7:0]data;
integer i;
begin
count_binary=0;
for(i=0;i<8;i=i+1) 
if(!data[i]) count_binary=count_binary+1;
end
endfunction
endmodule
$ cat flow/constraint.sdc
current_design count_zeros_fun

set clk_period 2.9
set clk_io_pct 0.2

create_clock -name clk0 -period $clk_period

set non_clock_inputs [all_inputs -no_clocks]
set_input_delay [expr $clk_period * $clk_io_pct] -clock clk0 $non_clock_inputs
set_output_delay [expr $clk_period * $clk_io_pct] -clock clk0 [all_outputs]
==> results.yml <==
# implementation run metrics
global_routing:
  antenna_found_initial: 0
  grt_use_total: 0.0499
  gr-total-overflow: 0
  grt_first_pass_wirelength_mm: 2.86
  grt_pass1_vias: 694
  grt_max_degree: 9
drt:
  num_vias: 745
  drcViolationCount: 0
  antenna_cells: 0
  post_drt_wl_per_cell_um: 9.75
  first_pass_iters: 4
  antenna_left: 0
  drt_iter0_drc: 36
  via_per_inst: 4.21
  wl_mm: 1.73
floorplanning:
  fp_util: 0.191
  fp.dieH_um: 80
  rows: 21
  die-area_mm2: 0.00640
  placeableCoreArea_mm2: 0.00342
  ios: 12
  fp.dieW_um: 80
yosys:
  ys_seq_frac: 0
  synth.largest_area_cell: "ha_1"
  syn-instance-count: 86
  avgSynthCellArea_um2: 7.58
  yosys_warnings: 1
  topCellsByArea: "ha_1, xnor2_1, xnor2_2"
  top_area_frac: 0.154
  synth_area_um2: 652
  yosys.cell_types.count: 37
  ys_area_um2: 652
  ys_cells: 86
placement:
  pre_cts_ws_ns: -2.12
  dp.final_hpwl_mm: 1.30
  globalplace.congestion: 0.835
  placed_area_mm2: 0.00105
  port_buffers: 12
setup_path:
  critical-path-top-delay-family: "adder cells"
  cp.buffers_inverters: 5
  cp-end-kind: "output port"
  slowest_delay_ns: 0.29
  worstPathCellList: "clkdlybuf4s15_2 > buf_6 > buf_4 > xnor2_4 > xnor2_2 > ha_1 > or2_4 > o311a_4 > buf_6 > nor3_4 > o21ai_2 > nand2_2 > ha_4 > nor2_4 > a31oi_4 > ha_1 > mux2_4 > buf_6"
  cp_max_fo: 3
  arrival_ns: 3.52
  worstSetupPathType: "input pin to output port"
  crit_path_frequent_cell: "buf_6"
  critPathLaunchType: "input pin"
  required_ns: 2.32
  cpMaxStageDelayCell: "ha_1"
timing:
  rsz0062_at_grt: "true"
  worstMarginPinSlew_ns: 0.351
  slew_headroom: 0.765
  finalCritPeriodShare: 1.41
  final-hold-violation-count: 0
  finalCriticalPeriod_ns: 4.10
  drv_slew: 0
  max_freq_mhz: 244
  layout_setup_ws_ns: -1.20
  setup_viol: 4
finish:
  area_growth_pct: 90.4
  regArea_um2: 0
  final_cell_area_mm2: 0.00124
  drive_gt1_frac: 0.519
  clkbuf_count: 0
  flops: 0
pwr:
  power_density_mw_per_mm2: 331
  irDropWorstVdd_v: 0.0000935
  p_clk_frac: 0
  p_seq_frac: 0
  p_sw_frac: 0.393
  internal_power_mw: 0.249
  p_switching_mw: 0.161
  p_leak_nw: 0.530
  p_comb_frac: 1.000
flow_run:
  maxCapViolations: 0
  warning_count: 38
min_path:
  worst_hold_path_type: "input pin to output port"
status:
  run_status: "complete, but fails checks"
  violations: "negative setup slack"
cts:
  holdBufCountCts: 0
cell families (layout without fill, tap and decap cells):
logic type | after synthesis | in the layout | synth area share
buf+inv | 11 | 56 | 0.0845
fa+ha+maj | 8 | 8 | 0.154
simple gates | 32 | 32 | 0.296
compound gates | 18 | 18 | 0.198
mux | 2 | 2 | 0.0326
xor+xnor | 15 | 15 | 0.236
layer usage:
metal,GRT usage,vias to the layer above,wire (µm)
met5,0,-,0
met4,0.00176,0,0
met3,0.00568,0,73
met2,0.0746,11,717
met1,0.0774,336,933
li1,-,398,-
Yosys cell counts (2+ instances only):
master / n
ha_1: 8
buf_2: 2
xor2_1: 4
nor3_1: 2
o21ai_0: 5
a31oi_1: 2
nand2b_1: 4
inv_1: 7
nand3_1: 6
a21oi_1: 2
nor2b_1: 4
nor2_1: 2
o21a_1: 2
xnor2_2: 3
xnor2_1: 8
nand3b_1: 2
nand2_1: 3
power groups by stage:
stage / logic (mW) / registers [mW] / clock network [mW]
after CTS: 0.349 / 0 / 0
after global routing: 0.451 / 0 / 0
final: 0.410 / 0 / 0
stage by stage:
stage	hold WS (ns)	total power [mW]	TNS, ns	cells	util
2_1_floorplan	1.19	0.178	-2.78	86	-
3_5_place_dp	2.18	0.337	-6.96	169	0.307
6_report	1.97	0.410	-3.77	177	0.363
5_1_grt	2.01	0.451	-4.48	177	0.363
3_3_place_gp	2.17	0.333	-6.75	169	0.307
4_1_cts	1.95	0.349	-4.11	173	0.330
placed cells by master (no fill, tap or decap), types with 3 or more instances in the layout:
| cell type | synthesis | final |
|---|---|---|
| xnor2_2 | 3 | 3 |
| nor2b_1 | 4 | 3 |
| buf_4 | 1 | 35 |
| xnor2_1 | 8 | 7 |
| nand2b_1 | 4 | 3 |
| o21ai_0 | 5 | 3 |
| xor2_1 | 4 | 3 |
| ha_4 | 0 | 3 |
| inv_1 | 7 | 5 |
| buf_6 | 1 | 3 |
| clkdlybuf4s50_1 | 0 | 5 |
| nand3_1 | 6 | 6 |
| ha_1 | 8 | 4 |
area by class of cell:
cell class	instances	area, µm²
multi-input combinational	75	734
fill	341	2170
timing repair buffer	49	415
tap	46	57.6
inverter	7	33.8
what timing repair did:
item,in CTS,in global routing
pin swaps,12,13
gates resized,37,15
cloned,0,0
setup buffers,4,4
setup endpoints to repair,4,4
tightest hold or removal path: stages:
cell	delay (ns)
clkdlybuf4s50_1	0.50
mux2_4	0.24
buf_6	0.07
worst paths after layout:
kind,startpoint,end,slack (ns),cells past startpoint
min,data[7],count[1],1.97,3
max,data[2],count[1],-1.20,18
Power figures rest on the tool's default switching activity, not on a simulated workload.
