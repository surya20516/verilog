$ cat design/flow/design.v
module count_zeros(data,count);
input [7:0]data;
output reg [3:0]count;
always@(data)
count_binary(data,count);
task count_binary;
input [7:0]data;
output [3:0]out;
integer i;
begin
out=0;
for(i=0;i<8;i=i+1) 
if(!data[i]) out=out+1;
end
endtask
endmodule
$ cat design/flow/run.sh
#!/bin/bash
# OpenROAD 26Q1-2900-gdf79404cd8, Yosys 0.63+post, stock flow scripts
make -C /OpenROAD-flow-scripts/flow DESIGN_CONFIG=/design/flow/config.mk WORK_HOME=/design/flow/orfs finish
$ cat design/flow/config.mk
export PLATFORM = sky130hd
export DESIGN_NAME = count_zeros
export DESIGN_NICKNAME = count_zeros
export VERILOG_FILES = /design/flow/design.v
export SDC_FILE = /design/flow/constraint.sdc
export NUM_CORES = 4
export LEC_CHECK = 1
export CORE_AREA = 10 10 70 70
export DIE_AREA = 0 0 80 80
$ cat design/flow/constraint.sdc
current_design count_zeros

set clk_period 3.6
set clk_io_pct 0.2

create_clock -name clk0 -period $clk_period

set non_clock_inputs [all_inputs -no_clocks]
set_input_delay [expr $clk_period * $clk_io_pct] -clock clk0 $non_clock_inputs
set_output_delay [expr $clk_period * $clk_io_pct] -clock clk0 [all_outputs]
==> results.py <==
# Metrics from the implementation run
metrics = {
    "outcome": {
        "status": "complete, but fails checks",
        "violations": "negative setup slack",
    },
    "finish": {
        "final_util_pct": 38.13,
        "area_delta_synth_final_pct": 99.81,
        "flop-count": 0,
        "nClkBuffers": 0,
        "regArea_um2": 0,
        "final_cells": 178,
        "fin_area_mm2": 0.001303,
        "drive_gt1_share_pct": 57.58,
    },
    "detailed_routing": {
        "wl_mm": 1.796,
        "drc": 0,
        "dr.pass1.iters": 4,
        "antenna_cells": 0,
        "wl_met3_um": 98,
        "met1Wirelength_um": 937,
        "met2_length_um": 760,
        "vias": 759,
        "routedWlPerCell_um": 10.09,
        "viasPerCell": 4.264,
        "drt-initial-drc-count": 13,
        "final_antenna_net_count": 0,
        "topRoutingLayerUsed": "met3",
    },
    "synthesis": {
        "synth_cell_types": 37,
        "synth_cells": 86,
        "ys_cells": 86,
        "syn-cell-area_um2": 651.9,
        "top_area_share_pct": 15.36,
        "ys_seq_share_pct": 0,
        "yosysChipArea_um2": 651.9,
        "syn_avg_cell_area_um2": 7.580,
        "ys.warnings.count": 1,
        "yosysTopAreaCell": "ha_1",
        "top_cells_by_area": "ha_1 15%, xnor2_1 11%, xnor2_2 7.5%",
        "yosys-top-cells-count": "8 x ha_1, 8 x xnor2_1, 7 x inv_1",
    },
    "critical_path": {
        "cp.required_ns": 2.88,
        "crit_family": "adder cells",
        "worst_path_most_repeated_cell": "ha_4",
        "path_buffers": 3,
        "path_max_fanout": 3,
        "worstPathCellList": "buf_8, inv_6, ha_4, mux2i_4, xor2_2, o21ai_2, ha_1, or2_4, o311a_1, o21a_1, o21ai_2, nand2_2, ha_4, nor2_4, a31oi_4, ha_4, mux2_4, buf_6",
        "crit_path_max_incr_delay_ns": 0.28,
        "cp_num_cells": 18,
        "cp.arrival_ns": 3.59,
        "critPathCaptureType": "output pin",
        "criticalPathCategory": "in -> out",
        "crit_slowest_cell": "ha_4",
        "critPathLaunchType": "input pin",
    },
    "clocking": {
        "hold_buffers": 0,
    },
    "final_timing": {
        "layout_setup_ws_ns": -0.7146,
        "rsz0062_at_grt": "yes",
        "min_period_ns": 4.315,
        "finalCritPeriodShare_pct": 119.9,
        "fmax_mhz": 231.8,
        "slew_headroom_pct": 68.15,
        "worst_pin_slew_ns": 0.4741,
        "setup_tns_ns": -1.947,
        "slew_violations": 0,
        "final-setup-viol-count": 4,
        "hold_viol": 0,
    },
    "place": {
        "placed_area_mm2": 0.001065,
        "place_hpwl_mm": 1.275,
        "gp_congestion": 0.8800,
        "pre_cts_ws_ns": -1.609,
        "io_buffers": 12,
        "place_inst": 171,
    },
    "floorplanning": {
        "core_area_mm2": 0.003416,
        "fp_util_pct": 19.08,
        "rows": 21,
        "dieArea_mm2": 0.006400,
        "die_h_um": 80,
        "pin_count": 12,
        "die_x_um": 80,
    },
    "grt": {
        "grt_pass1_vias": 729,
        "grt_usage_pct": 5.275,
        "antenna_found_initial": 0,
        "overflow": 0,
        "grt_max_degree": 9,
        "grt_pass1_wl_mm": 3.036,
    },
    "power_and_ir_drop": {
        "power.density_mw_per_mm2": 278.9,
        "p_leak_nw": 0.5578,
        "ir_worst_vdd_uv": 89.16,
    },
    "run": {
        "warnings": 38,
        "drv_cap": 0,
    },
    "worst_hold_path": {
        "hp-class": "in -> out",
        "hold-path-cell-count": 3,
    },
}
per-stage QoR:
step | power (mW) | hold slack (ns)
2_1_floorplan | 0.1437 | 1.469
3_5_place_dp | 0.2767 | 2.460
3_3_place_gp | 0.2744 | 2.455
5_1_grt | 0.3996 | 2.273
4_1_cts | 0.2892 | 2.233
6_report | 0.3633 | 2.240
cell usage in the layout, fill, tap and decap left out, types with 2 or more instances in the layout:
cell type         n
buf_2             3
buf_4            38
clkdlybuf4s50_1   5
ha_1              3
ha_4              5
inv_1             5
nand2_1           2
nand2b_1          2
nand2b_4          2
nand3_1           5
nand3b_1          2
nor2b_1           3
o21a_1            2
o21ai_0           3
o21ai_2           2
xnor2_1           5
xnor2_2           5
xor2_1            3
cells by family (layout without fill, tap and decap cells):
kind of cell | after synthesis | in the layout | share of synthesized area [%]
muxes | 2 | 2 | 3.263
and+or+nand+nor | 32 | 32 | 29.56
adders and majority gates | 8 | 8 | 15.36
xor gates and xnor gates | 15 | 15 | 23.61
buffers and inverters | 11 | 57 | 8.446
AOI/OAI and AO/OA | 18 | 18 | 19.77
worst paths after layout:
kind | to | startpoint | slack [ns]
hold / removal | count[1] | data[7] | 2.24
setup / recovery | count[1] | data[1] | -0.71
layout make-up:
cell class                      count  area [µm²]
Inverter                            7       38.79
Tap cell                           46       57.56
Timing Repair Buffer               50       409.1
Multi-Input combinational cell     75       797.0
Fill cell                         341        2113
timing repair:
item,4_1_cts,5_1_grt
gates resized,37,29
setup endpoints to repair,4,4
buffers inserted,4,4
hold endpoints to repair,0,0
pin swaps,15,15
power by group:
part,internal [mW],switching (mW)
combinational,0.219,0.144
clock,0,0
sequential,0,0
tightest hold or removal path: cells and delay by family:
kind / cells / cell delay [ns]
mux: 1 / 0.24
buf+inv: 2 / 0.56
layer usage:
metal	GRT usage (%)	vias up
li1	-	399
met1	8.024	347
met2	8.106	13
met3	0.6818	0
met4	0	0
met5	0	-
Power figures rest on the tool's default switching activity, not on a simulated workload.
