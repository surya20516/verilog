## /design/flow/design.v

```verilog
module parity_data_beh(data,pe);
input [7:0]data;
output pe;
reg pe;
integer i,count=0;
always@(data)
begin
for(i=0;i<8;i=i+1) 
begin
if(data[i]==1)
count=count+1;
end
if(count%2==0)
pe=0;
else 
pe=1;
end
endmodule
```

## /design/flow/constraint.sdc

```tcl
current_design parity_data_beh

set clk_period 1.4
set clk_io_pct 0.2

create_clock -name clk0 -period $clk_period

set non_clock_inputs [all_inputs -no_clocks]
set_input_delay [expr $clk_period * $clk_io_pct] -clock clk0 $non_clock_inputs
set_output_delay [expr $clk_period * $clk_io_pct] -clock clk0 [all_outputs]
```

## /design/flow/run.sh

```bash
#!/bin/bash
# OpenROAD 26Q1-2900-gdf79404cd8, Yosys 0.63+post, stock flow scripts
make -C /OpenROAD-flow-scripts/flow DESIGN_CONFIG=/design/flow/config.mk WORK_HOME=/design/flow/orfs finish
```

## /design/flow/config.mk

```make
export PLATFORM = sky130hd
export DESIGN_NAME = parity_data_beh
export DESIGN_NICKNAME = parity_data_beh
export VERILOG_FILES = /design/flow/design.v
export SDC_FILE = /design/flow/constraint.sdc
export NUM_CORES = 4
export LEC_CHECK = 1
export CORE_AREA = 10 10 70 70
export DIE_AREA = 0 0 80 80
```

==> impl_metrics.env <==
# implementation run metrics
export IMPL_outcome="finished, violations left"
export IMPL_violations="setup timing"
export IMPL_antenna_found_initial=0
export IMPL_cp_start_kind="input port"
export IMPL_powerDensity_mw_per_mm2=461
export IMPL_dieWidth_um=80
export IMPL_cp_max_fo=2
export IMPL_syn_cell_area_um2=116
export IMPL_hp_class="input port to output pin"
export IMPL_grt_pass1_vias=135
export IMPL_final_common_cell="clkbuf_2"
export IMPL_most_common_layout_cells="clkbuf_2, xnor2_2"
export IMPL_synth_avg_cell_area_um2=10.6
export IMPL_untimed_endpoints=1
export IMPL_yosysTopAreaCell="xnor2_1"
export IMPL_cap_violations=0
export IMPL_vias=116
export IMPL_ios=9
export IMPL_path_class="input port to output pin"
export IMPL_grt_ovfl_total=0
export IMPL_path_cells="buf_8, xnor2_2, xnor3_1, xnor2_2, clkbuf_2"
export IMPL_grt_usage_pct=1.27
export IMPL_ys_chip_area_um2=116
export IMPL_io_buffers=9
export IMPL_firstDrtPassIters=1
export IMPL_fin_crit_sh_pct=111
export IMPL_drt_wirelength_per_cell_um=6.37
export IMPL_relSlewSlack_pct=84.5
export IMPL_yosys_cells=11
export IMPL_post_place_cells=66
export IMPL_leakage_nw=0.126
export IMPL_tightest_slew_ps=231
export IMPL_ys_seq_elements=1
export IMPL_fmax_mhz=646
export IMPL_drt_iter0_drc=0
export IMPL_syn_to_final_growth_pct=144
export IMPL_syn_inst=11
export IMPL_core_rowCount=21
export IMPL_path_common_cell="xnor2_2"
export IMPL_arrival_ps=1270
export IMPL_antenna_left=0
export IMPL_top_cell_area_share_pct=30.1
export IMPL_largest_reg_flops=1
export IMPL_holdWs_ps=1160
export IMPL_post_route_min_period_ps=1550
export IMPL_warning_count=34
export IMPL_wl_um=433
export IMPL_grt_max_degree=3
export IMPL_rsz0062_at_grt="true"
export IMPL_die_h_um=80
export IMPL_design_core_area_mm2=0.00342
export IMPL_stdcell_count=68
export IMPL_place_congestion=0.617
export IMPL_slowest_delay_ps=450
export IMPL_route_antenna_diode_count=0
export IMPL_ys_top_cells_by_area="xnor2_1, xnor3_1, xnor2_2"
export IMPL_unclocked_pins=1
export IMPL_cp_num_buf_inv=2
export IMPL_fp_util_pct=3.41
export IMPL_ys_types=7
export IMPL_vias_per_cell=1.71
export IMPL_fin_util_pct=8.32
export IMPL_setup_violations=1
export IMPL_drive_above_1_share_pct=45.5
export IMPL_drc=0
export IMPL_maxSlewViolCount=0
export IMPL_hold_viol_final=0
export IMPL_fin_ws_ps=-148
export IMPL_critPathTopFamily="XOR/XNOR gates"
export IMPL_crit_slowest_cell="xnor3_1"
export IMPL_grt_pass1_wl_um=683
export IMPL_tns_ps=-148
export IMPL_ys_warn_count=281
export IMPL_cp_data_required_time_ps=1120
export IMPL_dp_slack_ps=-925
export IMPL_irDropWorstVdd_v=0.0000834
export IMPL_dieArea_mm2=0.00640
export IMPL_cp_end_kind="output pin"
per-layer routing:
metal	vias to the layer above	track usage [%]	wire, µm
li1	62	-	-
met1	50	1.53	175
met2	4	2.01	204
met3	0	0.795	54
met4	0	0	0
met5	-	0	0
where the power goes:
part | internal (mW) | switching [mW]
Sequential | 0.00306 | 0.0000232
Combinational | 0.0890 | 0.0389
Clock | 0 | 0
final cells by class:
| type | instances | area (µm²) |
|---|---|---|
| fillers | 411 | 3130 |
| multi-input cells | 10 | 116 |
| repair buffers | 11 | 95.1 |
| well taps | 46 | 57.6 |
| flip-flops and latches | 1 | 15.0 |
kinds of logic (layout without fill, tap and decap cells):
kind of cell / count (synthesis) / after routing / synth area share [%]
latches: 1 / 1 / 12.9
buf+inv: 0 / 11 / 0
simple gates: 3 / 3 / 16.1
xor+xnor: 7 / 7 / 71.0
final timing paths:
| kind | startpoint | end | slack [ps] | cells after the start |
|---|---|---|---|---|
| setup / recovery | data[7] | pe | -150 | 5 |
| hold / removal | data[4] | pe | 1160 | 5 |
cell usage after synthesis (all sizes together):
| master | instances |
|---|---|
| nor2 | 1 |
| xnor2 | 5 |
| dlxtn | 1 |
| xor2 | 1 |
| or4 | 2 |
| xnor3 | 1 |
timing repair:
action                     CTS  global route
buffers inserted             0             2
hold buffers                 0             0
gates resized                4            19
pin swaps                    2             6
setup endpoints to repair    1             1
cloned                       0             0
per-stage QoR:
| stage | power [mW] | instance area [µm²] |
|---|---|---|
| 6_report | 0.131 | 284 |
| 5_1_grt | 0.139 | 284 |
| 4_1_cts | 0.0871 | 259 |
| 3_5_place_dp | 0.0997 | 264 |
| 3_3_place_gp | 0.0987 | 264 |
| 2_1_floorplan | 0.0439 | 116 |
Power is estimated from default activity; no workload was simulated.
